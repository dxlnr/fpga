### ./run.sh
#!/bin/bash
# OpenROAD 26Q1-2900-gdf79404cd8, Yosys 0.63+post, stock flow scripts
make -C /OpenROAD-flow-scripts/flow DESIGN_CONFIG=/design/flow/config.mk WORK_HOME=/design/flow/orfs finish
### ./config.mk
export PLATFORM = sky130hd
export DESIGN_NAME = uart_receiver
export DESIGN_NICKNAME = uart_receiver
export VERILOG_FILES = /design/flow/design.v
export SDC_FILE = /design/flow/constraint.sdc
export NUM_CORES = 4
export LEC_CHECK = 1
export CORE_AREA = 10 10 83 83
export DIE_AREA = 0 0 93 93
### ./constraint.sdc
current_design uart_receiver

set clk_period 1.9
set clk_io_pct 0.2

create_clock -name clk0 -period $clk_period [get_ports {clk}]

set non_clock_inputs [all_inputs -no_clocks]
set_input_delay [expr $clk_period * $clk_io_pct] -clock clk0 $non_clock_inputs
set_output_delay [expr $clk_period * $clk_io_pct] -clock clk0 [all_outputs]
### ./design.v
module uart_receiver 
    #(parameter D_BITS=8,                
                SB_TICK=16
    )(
    input clk,                           
    input reset_n,                       
    input rx,                            
    input s_tick,                        
    output [D_BITS - 1:0] rx_dout,       
    output reg rx_done_tick              
    );
    reg [2:0] rx_state, rx_state_next;
    reg [3:0] s_register, s_register_next;
    reg [$clog2(D_BITS) - 1:0] n_bits_register, n_bits_register_next;
    reg [D_BITS - 1:0] b_bits_register, b_bits_register_next;
    localparam r_state_idle = 0;
    localparam r_state_start = 1;
    localparam r_state_data = 2;
    localparam r_state_stop = 3;
    always @ (posedge clk, negedge reset_n) begin 
        if (!reset_n) 
        begin
            rx_state <= 0;
            s_register <= 0;
            n_bits_register <= 0;
            b_bits_register <= 0;
        end else 
        begin
            rx_state <= rx_state_next;
            s_register <= s_register_next;
            n_bits_register <= n_bits_register_next;
            b_bits_register <= b_bits_register_next;
        end
    end
    always @ (*) begin
        rx_state_next = rx_state;
        s_register_next = s_register;
        n_bits_register_next = n_bits_register;
        b_bits_register_next = b_bits_register;
        rx_done_tick = 1'b0;
        case(rx_state)
            r_state_idle: 
                if (rx == 0)
                begin
                    s_register_next = 0;
                    rx_state_next = r_state_start;
                end else
                    rx_state_next = r_state_idle;
            r_state_start: 
                if (!s_tick)
                    rx_state_next = r_state_start;
                else begin
                    if (s_register == 7) begin
                        s_register_next = 0;
                        n_bits_register_next = 0;
                        rx_state_next = r_state_data;
                    end 
                    else begin 
                        s_register_next = s_register + 1;
                        rx_state_next = r_state_start;
                    end
                end
            r_state_data: 
                if (!s_tick)
                    rx_state_next = r_state_data;
                else begin
                    if (s_register == 15)
                    begin
                       s_register_next = 0;
                       b_bits_register_next = {rx, b_bits_register[D_BITS - 1:1]};
                       if (n_bits_register == D_BITS - 1)
                           rx_state_next = r_state_stop;
                       else begin 
                           n_bits_register_next = n_bits_register + 1;
                       end
                    end
                    else begin
                        s_register_next = s_register + 1;
                        rx_state_next = r_state_data;
                    end
                end
            r_state_stop: 
                if (!s_tick)
                    rx_state_next = r_state_stop;
                else begin 
                    if (s_register == SB_TICK - 1) begin
                        rx_done_tick = 1'b1;
                        rx_state_next = r_state_idle;
                    end 
                    else begin 
                        s_register_next = s_register + 1;
                        rx_state_next = r_state_stop;
                    end
                end
            default: rx_state_next = r_state_idle;
        endcase
    end
    assign rx_dout = b_bits_register;
endmodule
==> impl_metrics.env <==
# physical design summary
export IMPL_first_iter_violations=9
export IMPL_rows=26
export IMPL_grt_pass1_vias=749
export IMPL_die_h_um=93
export IMPL_crit_path_start="s_register[1]"
export IMPL_fin_worst_skew_ns=0.003238
export IMPL_grt_max_degree=20
export IMPL_crit_arrival_ns=1.42
export IMPL_timing_final_crit_share=0.9494
export IMPL_synth_avg_cell_area_um2=12.09
export IMPL_flop_cell="dfrtp_1"
export IMPL_start_kind="flip-flop"
export IMPL_grt_overflow=0
export IMPL_finalInstanceArea_um2=1291
export IMPL_initial_core_util=0.1906
export IMPL_die_x_um=93
export IMPL_warnings=25
export IMPL_cts_sinks=19
export IMPL_fill_cells=572
export IMPL_routedWlPerCell_um=10.74
export IMPL_clk_pin_slew_ns=0.07
export IMPL_cts_tree="yes"
export IMPL_max_cap_viol_count=0
export IMPL_syn_area_um2=979.7
export IMPL_port_buffers=12
export IMPL_top_cells_by_area="dfrtp_1 46%, mux2_2 9.2%, a22o_1 4.5%, ha_1 3.8%, nand2_1 3.4%"
export IMPL_dieArea_um2=8649
export IMPL_place_congestion=0.8207
export IMPL_ant_nets=0
export IMPL_cts_max_level=1
export IMPL_logic_area_um2=480.5
export IMPL_peakVddDrop_mv=0.5090
export IMPL_max_freq_mhz=554.4
export IMPL_worstMarginPinSlew_ns=0.3936
export IMPL_setup_viol_count_final=0
export IMPL_synth_seq_share=0.4866
export IMPL_cp_endpoint="rx_done_tick"
export IMPL_status="finished, final reports clean"
export IMPL_r2r_cells=6
export IMPL_grt_usage=0.04620
export IMPL_hpwl_um=1402
export IMPL_numCtsBuffers=3
export IMPL_seq_area_um2=476.7
export IMPL_via_count=690
export IMPL_yosys_area_um2=979.7
export IMPL_cp_end_kind="primary output"
export IMPL_hold_ws_ns=0.4576
export IMPL_reg2reg_from="s_register[1]"
export IMPL_diodes=0
export IMPL_yosysTopAreaCellShare=0.4598
export IMPL_io_pins=13
export IMPL_via_per_inst=3.966
export IMPL_cts_max_path_buffers=2
export IMPL_syn_to_final_growth_pct=31.80
export IMPL_synthArstFlopShare=1.000
export IMPL_ys_flops=19
export IMPL_critPathKind="reg -> out"
export IMPL_r2r_slack_ns=0.21
export IMPL_synth_cell_types=33
export IMPL_edf_count=0
export IMPL_synthCells=81
export IMPL_dr_pass1_iters=3
export IMPL_grt_setup_unrepaired="false"
export IMPL_common_cells="18 x dfrtp_1, 9 x nand2_1, 8 x mux2_2"
export IMPL_antenna_found_initial=0
export IMPL_r2r_end="s_register[0]"
export IMPL_drive_gt1_frac=0.3077
export IMPL_crit_fanout=2
export IMPL_hp_class="in -> async"
export IMPL_ys_cells=81
export IMPL_drc_errors=0
export IMPL_powerDensity_nw_per_um2=1030
export IMPL_yosys_area_top_type="dfrtp_1"
export IMPL_cts_root_buf="clkbuf_8"
export IMPL_clock_latency_ns=0.25
export IMPL_hold_viol_final=0
export IMPL_slew_headroom=0.7376
export IMPL_grt_pass1_wl_um=3470
export IMPL_postPlaceCellArea_um2=1212
export IMPL_worst_ep_required_time_ns=1.52
export IMPL_yosysWarnings=1
export IMPL_coreArea_um2=5140
export IMPL_fin_crit_ns=1.804
export IMPL_leakagePower_uw=0.0005466
export IMPL_yosysMostFrequentCell="dfrtp_1"
export IMPL_slew_violations=0
export IMPL_drt_total_wl_um=1868
[metal layers]
metal,routed length [µm],vias up,global-route usage
li1,-,348,-
met1,896,333,0.06476
met2,879,7,0.07185
met3,59,2,0.009693
met4,34,0,0.01028
met5,0,-,0
[sequential cells by signal, indices dropped and copies added (netlist names)]
register / count
s_register: 4
rx_state: 4
n_bits_register: 3
b_bits_register: 8
[cell usage in the layout, fill, tap and decap left out, types with 2 or more instances in the layout]
master and count:
o21ai_0 4, and3_4 2, ha_1 2, mux2_1 2, clkdlybuf4s50_1 11, dfrtp_1 18
nand3_1 3, nand2_1 9, buf_4 10, clkbuf_8 3, mux2_2 8, inv_1 2
a22o_1 5
[report_power, final]
group / internal, µW / switching, µW
Sequential: 495 / 91.2
Combinational: 275 / 199
Clock: 149 / 122
[final cells by class]
class                   instances  share of cell area
clock buffers                   4             0.03488
inverters                       2            0.005814
multi-input cells              57              0.3721
flip-flops and latches         19              0.3692
well taps                      70             0.06783
repair buffers                 22              0.1502
[cell families after synthesis]
kind of cell               share of synthesized area
buffers and inverters                        0.03576
DFF                                           0.4866
and+or+nand+nor                               0.1609
adders and majority gates                    0.03832
muxes                                         0.1149
AOI/OAI and AO/OA                             0.1635
[worst max-delay path, cell delays in order (launching register included)]
cell and delay (ns):
dfrtp_1 0.39, ha_2 0.20, and3_4 0.17, and3_4 0.18
dlygate4sd2_1 0.24
[worst min-delay path by stage]
stage                    to  slack, ns
global route  s_register[3]       0.47
CTS             rx_state[2]       0.46
finish          rx_state[1]       0.46
[through the flow]
stage | utilization | TNS, ns | power, µW | std cells | setup WS, ns
finish | 0.2512 | 0 | 1330 | 174 | 0.09619
global route | 0.2512 | 0 | 1446 | 174 | 0.03320
CTS | 0.2512 | 0 | 1347 | 174 | 0.09283
detailed placement | 0.2359 | -0.01590 | 1023 | 167 | -0.01590
global placement | 0.2359 | -0.03296 | 1000 | 167 | -0.03296
floorplan | - | 0 | 883.4 | 81 | 0.3672
[timing repair]
action	4_1_cts	5_1_grt
endpoints found under the hold margin	0	0
hold buffers	0	0
buffers inserted	3	0
setup endpoints to repair	1	0
gates resized	4	0
Power figures rest on the tool's default switching activity, not on a simulated workload.
