--- run.sh ---
#!/bin/bash
# OpenROAD 26Q1-2900-gdf79404cd8, Yosys 0.63+post, stock flow scripts
make -C /OpenROAD-flow-scripts/flow DESIGN_CONFIG=/design/flow/config.mk WORK_HOME=/design/flow/orfs finish
--- config.mk ---
export PLATFORM = sky130hd
export DESIGN_NAME = uart_transmitter
export DESIGN_NICKNAME = uart_transmitter
export VERILOG_FILES = /design/flow/design.v
export SDC_FILE = /design/flow/constraint.sdc
export NUM_CORES = 4
export LEC_CHECK = 1
export CORE_AREA = 10 10 109 109
export DIE_AREA = 0 0 119 119
--- constraint.sdc ---
current_design uart_transmitter

set clk_period 2.2
set clk_io_pct 0.2

create_clock -name clk0 -period $clk_period [get_ports {clk}]

set non_clock_inputs [all_inputs -no_clocks]
set_input_delay [expr $clk_period * $clk_io_pct] -clock clk0 $non_clock_inputs
set_output_delay [expr $clk_period * $clk_io_pct] -clock clk0 [all_outputs]
--- design.v ---
module uart_transmitter
    #(parameter D_BITS=8,            
                SB_TICK=16
    )(
    input clk,                       
    input reset_n,                   
    input s_tick,                    
    input [D_BITS -1:0] tx_din,      
    input tx_start,                  
    output tx,                       
    output reg tx_done_tick          
    );
    reg [2:0] tx_state, tx_state_next;
    reg [3:0] s_register, s_register_next;
    reg [$clog2(D_BITS) - 1:0] n_bits_register, n_bits_register_next;
    reg [D_BITS - 1:0] b_bits_register, b_bits_register_next;
    reg tx_register, tx_register_next;
    localparam t_state_idle = 0;
    localparam t_state_start = 1;
    localparam t_state_data = 2;
    localparam t_state_stop = 3;
    always @ (posedge clk, negedge reset_n) begin 
        if (!reset_n) begin 
            tx_state <= 0;
            s_register <= 0;
            n_bits_register <= 0;
            b_bits_register <= 0;
            tx_register <= 1'b1;
        end else
        begin
            tx_state <= tx_state_next;
            s_register <= s_register_next;
            n_bits_register <= n_bits_register_next;
            b_bits_register <= b_bits_register_next;
            tx_register <= tx_register_next;
        end
    end
    always @ (*) 
    begin 
        tx_state_next = tx_state;
        s_register_next = s_register;
        n_bits_register_next = n_bits_register;
        b_bits_register_next = b_bits_register;
        tx_done_tick = 1'b0;
        case (tx_state) 
            t_state_idle:
            begin
                tx_register_next = 1'b1;
                if (!tx_start)
                    tx_state_next = t_state_idle;
                else begin
                    s_register_next =  0;
                    b_bits_register_next = tx_din;;
                    tx_state_next = t_state_start;
                end
            end
            t_state_start: 
            begin
                tx_register_next = 1'b0;
                if (!s_tick)
                    tx_state_next = t_state_start;
                else begin 
                    if (s_register == 15) begin 
                        s_register_next = 0;
                        n_bits_register_next = 0;
                        tx_state_next = t_state_data;
                    end
                    else begin 
                        s_register_next = s_register + 1;
                        tx_state_next = t_state_start;
                    end
                end
            end
            t_state_data: 
            begin
                tx_register_next = b_bits_register[0];
                if (!s_tick)
                    tx_state_next = t_state_data;
                else begin 
                    if (s_register == 15) begin 
                        s_register_next = 0;
                        b_bits_register_next = {1'b0, b_bits_register[D_BITS - 1:1]};
                        if (n_bits_register == D_BITS -1)
                            tx_state_next = t_state_stop;
                        else begin 
                            n_bits_register_next = n_bits_register + 1;
                            tx_state_next = t_state_data;
                        end
                    end 
                    else begin 
                       s_register_next = s_register + 1;
                       tx_state_next = t_state_data;
                    end
                end
            end
            t_state_stop: 
            begin 
                tx_register_next = 1'b1;
                if (!s_tick)
                    tx_state_next = t_state_stop;
                else begin 
                    if (s_register == SB_TICK -1) begin 
                        tx_done_tick = 1'b1;
                        tx_state_next = t_state_idle;
                    end 
                    else begin 
                        s_register_next = s_register + 1;
                        tx_state_next = t_state_stop;
                    end
                end
            end
            default: tx_state_next = t_state_idle;
        endcase
    end
    assign tx = tx_register;
endmodule
==> notes.md <==
yosys + openroad results -> post-route worst setup slack 0.0929 ns, total setup violations reported at the end of the flow 0, total of fill cells in the finished design 1091, Registers, synthesis 21, via count of the first global-routing pass 977, antenna viol nets, final 0, post-route core utilization 0.158, GR Util All Layers 0.0393, routed via count divided by cell count 3.48, vias post-DR 937, pins over their slew limit 0, register pins left without a clock 1, highest clock frequency the design can meet 475 MHz, Finished Layout Cells 269, initial antenna violation count 0, data required time at the worst endpoint 1.76 ns, category of the worst setup path launch point register, sum of overflow across all layers after global routing 0, maximum clock path buffer count 2, Leak Pwr 0.647 nW, class of the worst hold path in -> async, Pre-antenna DRT Iters 4, number of cell instances after yosys synthesis 118, number of unconstrained endpoints 2, number of core rows 36, setup skew after layout 0.00334 ns, Area growth, synth to finish 34.7%, worst setup slack before clock tree synthesis 0.0237 ns, Cell Pwr Density 455 mW/mm^2, cell total after placement 264, half-perimeter wire length after placement 2070 microns, H-tree depth 1, Hold Vio Cnt, Final 0, period utilization 0.958, placed instance area 0.00144 sq mm, hold-fix buffer count after cts 0, count of routing violations after the opening detailed-route iteration 94, number of top-level pins 14, transition time at the pin with the least slew margin 0.317 ns, die width 119 microns, ratio of cells with drive above 1 in the final layout 0.199, max-cap check violation count 0, Min Clock Period, post-route 2.11 ns, number of different library cells in the post-synthesis netlist 38, effective utilization at floorplan 0.117, worst IR drop on VDD 0.185 mV, clock buffers created by TritonCTS 3, Design Area, Final 0.00152 sq mm, vertical die dimension 119 microns, area of the core 0.00964 sq mm, last weighted congestion value of the routability-driven placer 0.793, Yosys chip area 0.00113 sq mm, post-route DRC violation count 0, unrepaired setup endpoints after global routing false, number of input and output port buffers inserted 13, endpoint type of the worst setup path primary output, TritonCTS clock tree built, number of logged tool warnings 25, global-route wire length before repair 4730 microns, Final Hold Slack 0.527 ns, worst relative slew slack 0.788, average detailed-routed wire length per instance 10.1 microns, pin count of the biggest net entering global routing 21, mean post-synth cell area 9.56 sq um, clk root buf sky130_fd_sc_hd__clkbuf_8, final setup TNS 0 ns, final WL 2720 microns, clock slew seen by the registers of the worst setup and hold paths 0.07 ns, post-synthesis instance total 118, synth warn 1, clk latency of the worst-skew pair 0.26 ns, Total Power 0.692 mW, CP Data Arrival Time 1.67 ns, run status complete, no violations, highest fanout seen on the critical path 7, startpoint-to-endpoint class of the critical path reg -> out, overall chip area 0.0142 sq mm, Cell Area, Synth 0.00113 sq mm, total antenna diodes in the routed design 0, worst r2r path cells 6
-- flip-flops by register name, indices dropped and copies added (netlist names) --
| signal | flops |
|---|---|
| tx_register | 1 |
| b_bits_register | 8 |
| n_bits_register | 3 |
| tx_register_next | 1 |
| s_register | 4 |
| tx_state | 4 |
-- cells in the final DEF (no fill, tap or decap), drive strengths merged, types with 2 or more instances in the layout --
| cell type | n |
|---|---|
| mux2 | 3 |
| buf | 7 |
| nand2b | 3 |
| clkdlybuf4s50 | 12 |
| nand3 | 4 |
| inv | 2 |
| ha | 3 |
| clkbuf | 4 |
| o21ai | 4 |
| dfrtp | 18 |
| a22o | 5 |
| nand2 | 23 |
| nor2 | 8 |
| o22ai | 6 |
| a21oi | 5 |
| nor2b | 3 |
| dfstp | 2 |
| o221a | 5 |
-- Yosys cell counts (all sizes together) --
cell / n / share of area
nand4: 1 / 0.0055
nand3: 4 / 0.018
a31o: 1 / 0.0078
or2: 1 / 0.0055
or4: 1 / 0.010
o22ai: 6 / 0.033
dlxtn: 1 / 0.013
and2: 1 / 0.0055
buf: 2 / 0.014
o21ai: 4 / 0.018
o211ai: 1 / 0.011
clkbuf: 4 / 0.013
and4: 1 / 0.0078
a211oi: 1 / 0.0067
nand2: 23 / 0.076
a21o: 1 / 0.0067
a21oi: 5 / 0.026
a2bb2oi: 1 / 0.0078
a22o: 5 / 0.039
dfstp: 2 / 0.047
nor2b: 3 / 0.017
o211a: 1 / 0.0089
o32ai: 1 / 0.0078
a21bo: 1 / 0.0089
mux2: 3 / 0.030
nor3: 1 / 0.0044
a31oi: 1 / 0.0055
o2bb2ai: 1 / 0.0078
ha: 3 / 0.033
dfrtp: 18 / 0.40
nor2: 8 / 0.027
nand2b: 3 / 0.017
o21a: 1 / 0.0067
o221a: 5 / 0.050
inv: 2 / 0.0067
-- metal layers --
metal	part of all wire	global-route usage	wire (microns)
met3	0.058	0.0125	157
met1	0.46	0.0508	1250
met4	0.017	0.00611	47
met5	0	0	0
met2	0.47	0.0640	1270
-- repair_timing --
action                                  in CTS  in global routing
buffers inserted                             0                  1
gates cloned                                 0                  0
hold endpoints to repair                     0                  0
gates resized                                1                  4
endpoints found under the setup margin       1                  1
pin swaps                                    0                  1
-- report_power, final --
part           internal (mW)  switching, mW  leakage (nW)  total [mW]
registers              0.368              0         0.274       0.368
logic                 0.0255         0.0198         0.344      0.0453
clock network          0.159          0.119        0.0288       0.279
total                  0.552          0.139         0.647       0.692
-- area by class of cell --
type                    count  area (sq um)  area share
inverters                   2          7.51     0.00494
repair buffers             20           185       0.122
multi-input cells          89           587       0.386
clock buffers               4          55.1      0.0362
flip-flops and latches     21           519       0.342
well taps                 133           166       0.109
-- critical path: stages (launching register included) --
cell	delay (ns)
sky130_fd_sc_hd__dfrtp_2	0.41
sky130_fd_sc_hd__ha_4	0.18
sky130_fd_sc_hd__and4_1	0.22
sky130_fd_sc_hd__and2_4	0.14
sky130_fd_sc_hd__clkdlybuf4s50_1	0.45
-- final timing paths --
kind | from | to | slack (ns)
worst max-delay path | s_register[0] | tx_done_tick | 0.09
worst min-delay path | reset_n | n_bits_register[2] | 0.53
worst max register to register | s_register[0] | b_bits_register[3] | 0.35
worst min register to register | b_bits_register[7] | b_bits_register[7] | 0.53
max in group asynchronous | reset_n | tx_state[0] | 1.40
min in group clk0 | b_bits_register[7] | b_bits_register[7] | 0.53
-- cells by family (layout without fill, tap and decap cells) --
| logic type | Yosys count | in the layout | share of synthesized area |
|---|---|---|---|
| muxes | 3 | 3 | 0.0299 |
| and+or+nand+nor | 47 | 47 | 0.193 |
| latches | 1 | 1 | 0.0133 |
| AOI/OAI and AO/OA | 36 | 36 | 0.251 |
| buffers and inverters | 8 | 26 | 0.0344 |
| adders and majority gates | 3 | 3 | 0.0333 |
| DFF | 20 | 20 | 0.446 |
Power is estimated from default activity; no workload was simulated.
