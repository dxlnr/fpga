`./run.sh`:
```
#!/bin/bash
# OpenROAD 26Q1-2900-gdf79404cd8, Yosys 0.63+post, stock flow scripts
make -C /OpenROAD-flow-scripts/flow DESIGN_CONFIG=/design/flow/config.mk WORK_HOME=/design/flow/orfs finish
```
`./config.mk`:
```
export PLATFORM = sky130hd
export DESIGN_NAME = fifo_buffer
export DESIGN_NICKNAME = fifo_buffer
export VERILOG_FILES = /design/flow/design.v
export SDC_FILE = /design/flow/constraint.sdc
export NUM_CORES = 4
export LEC_CHECK = 1
export CORE_UTILIZATION = 50
```
`./constraint.sdc`:
```
current_design fifo_buffer

set clk_period 3.7
set clk_io_pct 0.2

create_clock -name clk0 -period $clk_period [get_ports {clk}]

set non_clock_inputs [all_inputs -no_clocks]
set_input_delay [expr $clk_period * $clk_io_pct] -clock clk0 $non_clock_inputs
set_output_delay [expr $clk_period * $clk_io_pct] -clock clk0 [all_outputs]
```
`./design.v`:
```
module fifo_buffer 
    #(parameter D_BITS=8,            
                BYTE_SIZE=8          
    )(
    input clk,                       
    input reset_n,                   
    input [D_BITS - 1:0] din,        
    input wr_en,                     
    input rd_en,                     
    output [D_BITS - 1:0] dout,      
    output full,                     
    output empty                     
    );    
    reg [3:0] head_ptr, tail_ptr;
    reg [3:0] counter;
    reg [D_BITS - 1:0] dout;
    reg empty, full;
    reg [D_BITS - 1:0] mem [0:BYTE_SIZE - 1];
    integer i;
    always @ (counter) begin 
        empty = (counter == 0);
        full = (counter == BYTE_SIZE);
    end
    always @ (posedge clk, negedge reset_n) begin 
        if (!reset_n) begin 
            head_ptr <= 0;
            tail_ptr <= 0;
            counter <= 0;
            dout <= 0;
            for (i = 0; i < BYTE_SIZE; i = i + 1) begin 
                mem[i] <= 0;
            end
        end else begin 
            if ((wr_en) && (counter < BYTE_SIZE)) begin 
                mem[head_ptr] <= din;
                counter <= counter + 1;
                head_ptr <= head_ptr + 1;
            end
            else if ((rd_en) && (counter > 0)) begin 
                dout <= mem[tail_ptr];
                counter <= counter - 1;
                tail_ptr <= tail_ptr + 1;
            end
            else begin
                counter <= counter;
                head_ptr <= head_ptr;
                tail_ptr <= tail_ptr;
                dout <= dout;
                mem[head_ptr] <= mem[head_ptr];
            end
        end
    end
endmodule
```
==> CHANGELOG.md <==
### Implementation results

- Outcome: finished clean
- Routed vias/inst: 6.367
- Critical path startpoint category: register
- Fin crit share: 0.7829
- RSZ-0062 raised after global routing: false
- Row count: 33
- RD Place Congestion: 0.8967
- Synth Seq Share: 0.4629
- Inserted Diodes: 0
- Final wirelength: 12.18 mm
- Crit Path Max Fanout: 14
- GRT Residual Overflow: 0
- H-tree depth: 3
- Ports: 22
- Synth async-reset ratio: 1.000
- Largest net degree at the start of global routing: 57
- Number of setup buffers added after CTS: 0
- Chip Area: 9247 sq um
- Final setup violation count: 0
- Port Buffer Count: 21
- First-pass GRT wire length: 19.44 mm
- Chip Height: 96.16 microns
- Top sig layer: met4
- CTS tree: built
- Synth warn: 2
- Final hold slack: 0.4371 ns
- Pre-Place Util: 0.5289
- DRC viols: 0
- Max Freq: 345.2 MHz
- Vias post-DR: 3693
- CP required: 3.90 ns
- Crit. End Element: register
- Worst Skew: 0.005665 ns
- WL/cell: 21.01 microns
- Post-cts gate resize count: 0
- Registers, synthesis: 82
- Setup TNS: 0 ns
- Count of library flops with an enable pin: 0
- Hold buffers post-CTS: 0
- Reg clk slew, reported paths: 0.08 ns
- Slew headroom: 0.5058
- Power per cell area: 1018 nW/um^2
- Area Overhead vs Synth: 11.01%
- HP Class: primary input to asynchronous set/reset pin
- Cell count after synthesis: 457
- Synth Cell Area: 4433 sq um
- Chip Area, Yosys: 4433 sq um
- Initial antenna violation count: 0
- Tool warnings: 33
- Worst Path Class, Setup: register to register
- Core ar.: 8382 sq um
- VDD IR-drop max: 0.6061 mV
- Met3 wire length: 889 microns
- Post-layout minimum cycle time: 2.897 ns
- Antenna viol nets, final: 0
- Initial DRC count: 207
- MaxCap Viol Count: 0
- Worst slew pin tran: 0.7390 ns
- Synth unique cells: 44
- Avg Inst Size Synth: 9.700 sq um
- Share of cells above drive strength 1: 0.1158
- Max-slew violation count: 0
- Met2 wire len: 5.550 mm
- Ys flop type: dfrtp_1
- Gr usage total: 0.2990
- Die W: 96.16 microns
- Static Leak: 0.001967 uW
- Detailed placement HPWL: 8.037 mm
- Root Buffer: clkbuf_8
- Number of buffers created by CTS: 9
- Fill cell count: 711
- Drt pass-1 iters: 5
- Longest Clk Path Bufs: 2
- Met1 WL: 5.558 mm
- Critical path arrival: 3.09 ns
- Ys cells: 457
- Hold Vio Cnt, Final: 0
- Clock latency on the worst-skew pair: 0.35 ns
- Clock sink total: 82
- Vias in the first global route: 3520
[per-layer routing]
metal	GRT usage	up-vias
li1	-	1736
met1	0.4778	1793
met2	0.4456	153
met3	0.06104	11
met4	0.04602	0
met5	0	-
[registers in the layout (all words and copies together) (netlist names)]
name / cells
mem: 64
dout: 8
head_ptr: 3
tail_ptr: 3
counter: 4
[worst max-delay path: stages, from the launching register on]
cell and delay (ns):
dfrtp_1 0.65, clkinv_1 0.50, ha_1 0.53, a22oi_1 0.23
nand4_1 0.10, o221ai_1 0.56, a31oi_1 0.17
[placed cells by master (no fill, tap or decap), drive strengths merged, types with 3 or more instances in the layout]
cell type,n
nand3,24
ha,14
a31o,4
xnor2,3
a31oi,71
a21o,4
o22ai,4
inv,12
o21ai,14
nand2,31
a22oi,24
a22o,4
clkdlybuf4s50,20
mux2,10
a21oi,7
dfrtp,82
a221oi,3
buf,18
a311oi,6
o221ai,6
nand3b,3
a222oi,4
clkbuf,12
nor2,70
[final timing paths]
kind                            cells past startpoint  slack [ns]         from        end
worst max-delay path                                6        0.80  head_ptr[2]  mem[6][6]
worst min-delay path                                1        0.44      reset_n  mem[6][0]
worst max register to register                      6        0.80  head_ptr[2]  mem[6][6]
worst min register to register                      2        0.49      dout[0]    dout[0]
max in group asynchronous                           2        2.43      reset_n  mem[0][2]
min in group clk0                                   2        0.49      dout[0]    dout[0]
[cells by family after synthesis]
logic type | after synthesis | synth area share
adders and majority gates | 15 | 0.04403
buffers and inverters | 49 | 0.05391
muxes | 11 | 0.02766
DFF | 82 | 0.4629
and+or+nand+nor | 137 | 0.1321
xor gates and xnor gates | 5 | 0.009880
AOI/OAI and AO/OA | 158 | 0.2695
[cell usage after synthesis (8+ instances only)]
cell | number | area, sq um
ha_1 | 14 | 175.2
clkbuf_1 | 19 | 71.32
mux2_2 | 10 | 112.6
o21ai_0 | 13 | 65.06
a31oi_1 | 69 | 431.7
dfrtp_1 | 82 | 2052
buf_2 | 8 | 40.04
inv_1 | 12 | 45.04
nand2_1 | 31 | 116.4
nand3_1 | 24 | 120.1
a22oi_1 | 24 | 180.2
nor2_1 | 70 | 262.8
[cell type report]
type	instances	area [sq um]	area share
tap	105	131.4	0.02670
sequential	82	2052	0.4170
inverter	13	48.80	0.009916
clock inverter	4	76.32	0.01551
clock buffer	12	135.1	0.02746
timing repair buffer	38	335.3	0.06814
multi-input combinational	326	2142	0.4353
[power by group]
group / switching, uW / total [uW] / internal (uW)
combinational: 1460 / 2530 / 1060
clock: 318 / 700 / 382
sequential: 423 / 1780 / 1360
total: 2200 / 5010 / 2810
[metrics by stage]
step | instances | total power (uW) | setup WS (ns) | area, sq um | utilization
6_report | 580 | 5010 | 0.8031 | 4921 | 0.5871
3_3_place_gp | 564 | 4258 | 0.7588 | 4710 | 0.5619
2_1_floorplan | 457 | 3520 | 1.363 | 4433 | -
4_1_cts | 580 | 4997 | 0.8371 | 4921 | 0.5871
5_1_grt | 580 | 5402 | 0.5908 | 4921 | 0.5871
3_5_place_dp | 564 | 4280 | 0.7264 | 4710 | 0.5619
No activity file was given, so power comes from the tool's default toggle rates.
